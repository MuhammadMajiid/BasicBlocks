### flow/design.v
module dual_ngray_cntr   
#(
    parameter WIDTH = 4
)
(
    input wire clk,
    input wire rst_n,
    input wire inc,
    input wire en,       
    output wire [WIDTH-2:0] binaddr,
    output reg  [WIDTH-1:0] grptr
);
reg  [WIDTH-1:0] bin_reg;
wire [WIDTH-1:0] bnext, gnext;
wire inc_en;
always @(posedge clk, negedge rst_n) begin
    if (!rst_n) {grptr, bin_reg} <= {WIDTH{1'b0}};
    else        {grptr, bin_reg} <= {gnext, bnext};
end
assign inc_en = (inc && (!en));
assign bnext = bin_reg + inc_en;
assign gnext = (bnext >> 1) ^ bnext;  
assign binaddr = bin_reg[WIDTH-2:0];
endmodule
module fifo 
#(
    parameter WIDTH = 4,
    parameter DATA_WIDTH = 8,
    parameter MEM_DEPTH  = 2**(WIDTH-1)
) (
    input wire wclk, rclk,
    input wire wrst_n, rrst_n,
    input wire winc, rinc,
    input wire  [DATA_WIDTH-1:0] wdata,
    output wire [DATA_WIDTH-1:0] rdata,
    output wire wfull, rempty
);
wire wfull_w;
wire [WIDTH-2:0] waddr_w, raddr_w;
wire [WIDTH-1:0] wq2_rptr_w, rq2_wptr_w, rptr_w, wptr_w;
fifomem #(.WIDTH(WIDTH), .DATA_WIDTH(DATA_WIDTH), .MEM_DEPTH(MEM_DEPTH)) unit_1 (
    .wclk(wclk),
    .winc(winc),
    .wfull(wfull_w),
    .wdata(wdata),
    .waddr(waddr_w),
    .raddr(raddr_w),
    .rdata(rdata)
);
sync #(.WIDTH(WIDTH)) to_w_unit (
    .clk(wclk),
    .rst_n(wrst_n),
    .in(rptr_w),
    .out_synced(wq2_rptr_w)
);
sync #(.WIDTH(WIDTH)) to_r_unit (
    .clk(rclk),
    .rst_n(rrst_n),
    .in(wptr_w),
    .out_synced(rq2_wptr_w)
);
wptr_full #(.WIDTH(WIDTH)) unit_2 (
    .wclk(wclk),
    .wrst_n(wrst_n),
    .winc(winc),
    .wq2_rptr(wq2_rptr_w),
    .waddr(waddr_w),
    .wptr(wptr_w),
    .wfull(wfull_w)
);
rptr_empty #(.WIDTH(WIDTH)) unit_3 (
    .rclk(rclk),
    .rrst_n(rrst_n),
    .rinc(rinc),
    .rq2_wptr(rq2_wptr_w),
    .raddr(raddr_w),
    .rptr(rptr_w),
    .rempty(rempty)
);
assign wfull = wfull_w;
endmodule
module fifomem
#(
    parameter WIDTH      = 4,
    parameter DATA_WIDTH = 8,
    parameter MEM_DEPTH  = 2**(WIDTH-1)
)(
    input wclk,
    input wire winc,
    input wire wfull,
    input wire [DATA_WIDTH-1:0] wdata,
    input wire [WIDTH-2:0] waddr,
    output wire [WIDTH-2:0] raddr,
    output wire [DATA_WIDTH-1:0] rdata
);
wire wclk_en;    
reg [DATA_WIDTH-1:0] mem [0:MEM_DEPTH-1];
always @(posedge wclk) begin
    if (wclk_en) mem[waddr] <= wdata;
end
assign wclk_en = (winc && (!wfull));
assign rdata   = mem[raddr];
endmodule
module rptr_empty
#(
    parameter WIDTH = 4
)
(
    input rclk,
    input wire rrst_n,
    input wire rinc,
    input wire  [WIDTH-1:0] rq2_wptr,
    output wire [WIDTH-2:0] raddr,
    output wire [WIDTH-1:0] rptr,
    output wire rempty
);
reg  r_empty_w;  
wire rempty_val;
dual_ngray_cntr #(WIDTH) r_unit (
    .clk(rclk),
    .rst_n(rrst_n),
    .inc(rinc),
    .en(r_empty_w),
    .binaddr(raddr),
    .grptr(rptr)
);
assign rempty_val = (rptr == rq2_wptr);
always @(posedge rclk, negedge rrst_n) begin
    if (!rrst_n) r_empty_w <= 1'b1;
    else         r_empty_w <= rempty_val;
end
assign rempty = r_empty_w;
endmodule
module sync
#(
    parameter WIDTH = 4
)
(
    input clk,
    input wire rst_n,
    input wire [WIDTH-1:0] in,
    output wire [WIDTH-1:0] out_synced
);
reg [WIDTH-1:0] stg_1, stg_2;
always @(posedge clk, negedge rst_n) begin
    if (!rst_n) begin
        stg_1 <= 'b0;
        stg_2 <= 'b0;
    end
    else begin
        stg_1 <= in;
        stg_2 <= stg_1;
    end
end
assign out_synced = stg_2;
endmodule
module wptr_full 
#(
    parameter WIDTH = 4
) 
(
    input wclk,
    input wire wrst_n,
    input wire winc,
    input wire  [WIDTH-1:0] wq2_rptr,
    output wire [WIDTH-2:0] waddr,
    output wire [WIDTH-1:0] wptr,
    output wire wfull
);
reg  w_full_w;  
wire wfull_val;
dual_ngray_cntr #(WIDTH) w_unit (
    .clk(wclk),
    .rst_n(wrst_n),
    .inc(winc),
    .en(w_full_w),
    .binaddr(waddr),
    .grptr(wptr)
);
assign wfull_val = (wptr == {~wq2_rptr[WIDTH-1:WIDTH-2], wq2_rptr[WIDTH-3:0]});
always @(posedge wclk, negedge wrst_n) begin
    if (!wrst_n) w_full_w <= 1'b0;
    else         w_full_w <= wfull_val;
end
assign wfull = wfull_val;
endmodule
### flow/config.mk
export PLATFORM = sky130hd
export DESIGN_NAME = fifo
export DESIGN_NICKNAME = fifo
export VERILOG_FILES = /design/flow/design.v
export SDC_FILE = /design/flow/constraint.sdc
export NUM_CORES = 4
export LEC_CHECK = 1
export CORE_UTILIZATION = 30
### flow/constraint.sdc
current_design fifo

set clk_period 2.6
set clk_io_pct 0.2

create_clock -name clk0 -period $clk_period [get_ports {rclk}]
create_clock -name clk1 -period $clk_period [get_ports {wclk}]

set non_clock_inputs [all_inputs -no_clocks]
set_input_delay [expr $clk_period * $clk_io_pct] -clock clk0 $non_clock_inputs
set_output_delay [expr $clk_period * $clk_io_pct] -clock clk0 [all_outputs]
### flow/run.sh
#!/bin/bash
# OpenROAD 26Q1-2900-gdf79404cd8, Yosys 0.63+post, stock flow scripts
make -C /OpenROAD-flow-scripts/flow DESIGN_CONFIG=/design/flow/config.mk WORK_HOME=/design/flow/orfs finish
==> run summary <==
Implementation status.

- The flow ran to the end, and the final reports show no timing, DRC or antenna violations.
- Before placement the cells fill 30.9% of the core.
- The number of endpoints failing setup at the final stage is 0.
- After detailed routing, the number of remaining DRC violations is 0.
- The number of global-route vias before repair was 1777.
- Tracing the worst setup path back leads to its startpoint at unit_3.r_unit.bin_reg[0].
- The hold buffer count at CTS is 0.
- Measured against its own limit, the worst slew margin works out to 53.6%.
- The TritonCTS clock tree is built.
- The register with the most flip-flops in the layout has 64 of them.
- The fraction of registers with async set or reset after synthesis is 33.3%.
- For this run the detailed placement stage logged an HPWL of 3.70 mm.
- The filler cells instantiated in the layout total 1092.
- The combined area of all synthesized cells is 3710 um2.
- Per the OpenROAD floorplan log, the area of the core is 12000 um2.
- The floorplan has 40 rows.
- The area added between synthesis and finish is 22.5%.
- Entering global routing, the biggest net connects 20 pins.
- After synthesis, the design contains 175 cells according to Yosys.
- Summing all multi-input logic gate instances after layout gives 893 um2.
- The fraction of power spent switching nets is 27.2%.
- The ratio of total power to cell area is 1210 nW/um2.
- The number of antenna violations at the first check in global routing was 0.
- Global routing used 10.5% of the available tracks across all layers.
- The OpenROAD report gives the critical path a required time of 2.08 ns.
- The cell with the most instances after synthesis is sky130_fd_sc_hd__edfxtp_1.
- The routed layout has 1761 vias.
- Yosys reports a chip area of 3710 um2.
- The final routed wire length divided by cell count is 16.6 um.
- Per the OpenROAD floorplan log, the area of the die is 12800 um2.
- The horizontal extent of the die is 113 um.
- The top register by number of flip-flops is unit_1.mem.
- The reported max-cap violation count is 0.
- Of the post-synthesis cell area, the dominant cell type holds 51.8%.
- The synthesized instance count is 175.
- The worst setup path is launched from a flop.
- At the end of routability-driven placement, the weighted congestion stood at 0.694.
- The synthesis report names the predominant flop master as sky130_fd_sc_hd__edfxtp_1.
- Per report_power, the clock group accounts for 27.5% of the total.
- Final hold analysis gives a worst-case slack of 0.345 ns.
- For this block, the routed nets add up to 6.20 mm of wire.
- The via-per-instance ratio is 4.72.
- The sequential group share of total power is 42.1%.
- On the worst setup and hold paths after CTS, the clock-pin slew comes to 0.05 ns.
- After synthesis, the mean cell area works out to 21.2 um2.
- The routed design ends up with an antenna cell count of 0.
- The internal power summed over all cells is 4.00 mW.
- In this run, distinct cell masters in the synthesized netlist total 23.
- The first global-routing pass estimated 9.43 mm of wire.
- Looking at hold timing, the worst path starts from to_r_unit.stg_1[0].
- At the worst endpoint, the arrival time is 2.06 ns.
- The maximum single-stage delay on the critical path is 0.55 ns.
- Looking at the setup timing report, the critical path kind is reg -> out.
- The port buffer count is 22.
- The path category of the worst min-delay check is reg -> reg.
- In this run the tools logged warnings totalling 27.
- The number of hold violations in the final report is 0.
- According to the CTS report, the clock sink count is 96.
- The pin closest to its max-slew limit shows a slew of 0.694 ns.
- The peak supply drop is 0.383 mV.
- The critical path's slowest stage uses the library cell sky130_fd_sc_hd__mux4_1.
- The sequential area share after synthesis is 73.5%.
- The total global routing overflow is 0.
- Per the post-route antenna check, the number of violating nets is 0.
- The biggest area consumer among synthesized cells is sky130_fd_sc_hd__edfxtp_1.
- The switching power total is 1.49 mW.
- The synthesis report lists the Yosys warning total as 5.
- The fraction of final layout cells sized beyond drive strength 1 is 25.2%.
- In this run, synthesis produced a sequential element count of 96.
- The startpoint identified for the worst register-to-register timing path is unit_2.w_unit.bin_reg[2].
- The reported leakage power is 1.62 nW.
- The endpoint type of the worst setup path is a primary output.
- Looking at the power breakdown, combinational cells take 30.4% of the total.
- The pre-antenna-repair detailed-routing pass consisted of 4 iterations.
- The highest fanout seen on the critical path is 8.
- The largest clock skew in the final design is 0.00441 ns.
- In this run the critical path is formed by buf_6 -> mux4_1 -> mux2_2 -> clkdlybuf4s50_1.
- During I/O placement, the number of pins put on the boundary was 24.
- Setup repair after global routing could not meet its margin everywhere.
- Summing all flip-flop and latch instances after layout gives 2730 um2.
- According to the floorplan report, the die height is 113 um.
- Sorting the synthesized cells by how often they occur yields 64 x sky130_fd_sc_hd__edfxtp_1, 31 x sky130_fd_sc_hd__dfrtp_1, 15 x sky130_fd_sc_hd__mux4_1.
- The total power after layout is 5.49 mW.
- Max-slew check failures listed in the final report amount to 0.
- For reference, the top cells by area after synthesis are sky130_fd_sc_hd__edfxtp_1 52%, sky130_fd_sc_hd__dfrtp_1 21%, sky130_fd_sc_hd__mux4_1 11%.
- The number of enable flip-flop cells is 64.
- The DRC marker count from the first detailed-route iteration is 89.
timing repair:
action,CTS,global route
resized,0,16
endpoints found under the setup margin,0,8
buffers inserted,0,1
worst max-delay path, delay by kind of cell (launching register included):
| kind | cells | cell delay (ns) |
|---|---|---|
| flops | 1 | 0.40 |
| buf+inv | 2 | 0.59 |
| mux | 2 | 0.83 |
power groups by stage:
stage	sequential, mW	combinational, mW	clock (mW)
5_1_grt	2.36	1.84	1.62
6_report	2.31	1.67	1.51
4_1_cts	2.30	1.63	1.55
area by class of cell:
type                    instances  area share, %
clock buffers                  13           6.91
multi-input cells              72           19.7
flip-flops and latches         96           60.0
clock inverters                 5           1.29
repair buffers                 40           8.07
well taps                     147           4.05
per-stage QoR:
| step | setup WS [ns] | util [%] | cell area (um2) | setup TNS [ns] | cells |
|---|---|---|---|---|---|
| 4_1_cts | 0.000188 | 37.9 | 4550 | 0 | 371 |
| 3_5_place_dp | 0.276 | 34.8 | 4180 | 0 | 353 |
| 6_report | 0.0181 | 37.8 | 4540 | 0 | 373 |
| 5_1_grt | -0.0458 | 37.8 | 4540 | -0.159 | 373 |
| 3_3_place_gp | 0.280 | 34.8 | 4180 | 0 | 353 |
| 2_1_floorplan | 0.536 | - | 3710 | 0 | 175 |
per-layer routing:
| metal | track usage [%] | up-vias | share of wire, % |
|---|---|---|---|
| li1 | - | 800 | - |
| met1 | 15.1 | 883 | 44 |
| met2 | 16.0 | 67 | 47 |
| met3 | 4.15 | 11 | 7.4 |
| met4 | 2.19 | 0 | 1.9 |
| met5 | 0 | - | 0 |
worst paths after layout:
check | end | slack (ns) | depth (start not counted)
max | rdata[7] | 0.02 | 4
min | to_r_unit.stg_2[0] | 0.35 | 0
max reg2reg | unit_1.mem[0][2] | 0.73 | 3
min reg2reg | to_r_unit.stg_2[0] | 0.35 | 0
max in group clk1 | unit_1.mem[0][2] | 0.63 | 4
max in group asynchronous | unit_3.r_unit.bin_reg[0] | 1.41 | 1
min in group clk1 | to_w_unit.stg_1[2] | 0.35 | 0
min in group asynchronous | unit_2.w_unit.grptr[1] | 0.60 | 1
logic make-up after synthesis:
family,share of synthesized area (%)
mux,13.7
compound gates,2.29
flops,73.5
xor+xnor,4.72
simple gates,3.07
buf+inv,1.42
fa+ha+maj,1.35
placed cells by master (no fill, tap or decap), drive strengths merged, types with 3 or more instances in the layout:
cell type / n
a41oi: 8
buf: 18
clkbuf: 13
clkdlybuf4s50: 22
dfrtp: 31
edfxtp: 64
ha: 4
mux2: 8
mux4: 16
nand4b: 3
nand4bb: 3
xnor2: 8
xor2: 12
Power is estimated from default activity; no workload was simulated.
